File: flow/constraint.sdc
current_design Mux16

set clk_period 1.0
set clk_io_pct 0.2

create_clock -name clk0 -period $clk_period

set non_clock_inputs [all_inputs -no_clocks]
set_input_delay [expr $clk_period * $clk_io_pct] -clock clk0 $non_clock_inputs
set_output_delay [expr $clk_period * $clk_io_pct] -clock clk0 [all_outputs]
File: flow/config.mk
export PLATFORM = sky130hd
export DESIGN_NAME = Mux16
export DESIGN_NICKNAME = Mux16
export VERILOG_FILES = /design/flow/design.v
export SDC_FILE = /design/flow/constraint.sdc
export NUM_CORES = 4
export LEC_CHECK = 1
export CORE_AREA = 10 10 70 70
export DIE_AREA = 0 0 80 80
File: flow/run.sh
#!/bin/bash
# OpenROAD 26Q1-2900-gdf79404cd8, Yosys 0.63+post, stock flow scripts
make -C /OpenROAD-flow-scripts/flow DESIGN_CONFIG=/design/flow/config.mk WORK_HOME=/design/flow/orfs finish
File: flow/design.v
module Mux(in0, in1, sel, out);
input in0, in1, sel;
output out;
and an0(t, in0, sel);
xor xo0(ta, t, a);
and an1(tb, in0, sel);
or  or0(out, ta, tb);
endmodule
module Mux16(in0, in1, sel, out);
input [15:0] in0, in1;
input sel;
output [15:0] out;
Mux m00(in0[0], in1[0], sel, out[0]);
Mux m01(in0[1], in1[1], sel, out[1]);
Mux m02(in0[2], in1[2], sel, out[2]);
Mux m03(in0[3], in1[3], sel, out[3]);
Mux m04(in0[4], in1[4], sel, out[4]);
Mux m05(in0[5], in1[5], sel, out[5]);
Mux m06(in0[6], in1[6], sel, out[6]);
Mux m07(in0[7], in1[7], sel, out[7]);
Mux m08(in0[8], in1[8], sel, out[8]);
Mux m09(in0[9], in1[9], sel, out[9]);
Mux m10(in0[10], in1[10], sel, out[10]);
Mux m11(in0[11], in1[11], sel, out[11]);
Mux m12(in0[12], in1[12], sel, out[12]);
Mux m13(in0[13], in1[13], sel, out[13]);
Mux m14(in0[14], in1[14], sel, out[14]);
Mux m15(in0[15], in1[15], sel, out[15]);
endmodule
==> impl_metrics.env <==
# flow metrics
export IMPL_dp_slack_ns=-0.676
export IMPL_ys_types=4
export IMPL_cp_arrival_ns=0.77
export IMPL_vias=255
export IMPL_pwr_share_seq_pct=0
export IMPL_post_dp_cell_area_um2=518
export IMPL_p_per_area_mw_per_mm2=306
export IMPL_power_leakage_nw=0.264
export IMPL_flop_count=0
export IMPL_hold_viol_final=0
export IMPL_routed_wl_met3_um=186
export IMPL_hold_path_class="in -> out"
export IMPL_stdcell_area_um2=499
export IMPL_crit_type="in -> out"
export IMPL_drt_met1_wl_um=493
export IMPL_hp_start="in0[12]"
export IMPL_yosysCellCount=33
export IMPL_yosysWarnings=20
export IMPL_fp_util_pct=7.22
export IMPL_grt_max_degree=8
export IMPL_synth_area_per_cell_um2=7.47
export IMPL_synth_seq_share_pct=0
export IMPL_path_cells="buf_6 > buf_6 > buf_6 > and2_4 > buf_2"
export IMPL_met2WireLength_um=180
export IMPL_rows=21
export IMPL_slowest_stage="and2_4"
export IMPL_max_stage_delay_ns=0.14
export IMPL_wl_um=860
export IMPL_intPower_mw=0.119
export IMPL_power_switching_share_pct=22.0
export IMPL_core_area_mm2=0.00342
export IMPL_grt_first_pass_wirelength_um=1290
export IMPL_regArea_um2=0
export IMPL_yosys_area_um2=246
export IMPL_worstSetupStartpointType="input pin"
export IMPL_place_gp_congestion=0.803
export IMPL_period_needed_ns=0.968
export IMPL_drv_cap=0
export IMPL_synthCells=33
export IMPL_drcViolationCount=0
export IMPL_syn_area_um2=246
export IMPL_crit_buf_inv=4
export IMPL_routed_via_density=2.58
export IMPL_hold_depth=3
export IMPL_finalSetupViolations=0
export IMPL_overflow=0
export IMPL_portBuffers=33
export IMPL_syn_to_final_growth_pct=103
export IMPL_antenna_found_initial=0
export IMPL_cpLargestDelayFamily="buffers and inverters"
export IMPL_clockPowerShare_pct=0
export IMPL_topRoutingLayerUsed="met3"
export IMPL_worstPathRequired_ns=0.80
export IMPL_gr_usage_all_layers_pct=2.42
export IMPL_drive_gt1_share_pct=64.2
export IMPL_p_switching_mw=0.0336
export IMPL_die_area_mm2=0.00640
export IMPL_pin_count=49
export IMPL_routedWlPerCell_um=8.69
export IMPL_diodes=0
export IMPL_crit_top_cell="buf_6"
export IMPL_path_max_fanout=7
export IMPL_ir_worst_vdd_v=0.0000859
export IMPL_fmax_mhz=1030
export IMPL_grt_pass1_vias=274
export IMPL_worst_pin_slew_ns=0.0641
export IMPL_worst_slack_ns=0.0324
export IMPL_p_comb_share_pct=100.0
export IMPL_end_kind="primary output"
export IMPL_maxSlewHeadroom_pct=95.7
export IMPL_die_h_um=80
export IMPL_hold_path_end="out[12]"
export IMPL_total_power_mw=0.153
export IMPL_dr_first_iter_drc_count=0
export IMPL_finalCritPeriodShare_pct=96.8
export IMPL_warnings=48
export IMPL_hold_ws_ns=0.773
export IMPL_nClkBuffers=0
export IMPL_drv_slew=0
export IMPL_rsz0062_at_grt="false"
export IMPL_dp_hpwl_um=808
export IMPL_fin_util_pct=14.6
export IMPL_firstDrtPassIters=1
export IMPL_die_x_um=80
export IMPL_final_antenna_net_count=0
export IMPL_status="complete, no violations"
## cells in the final DEF (no fill, tap or decap), drive strengths merged
cell type      count
and2              16
dlygate4sd2       16
buf               19
clkdlybuf4s15      2
## cells in the mapped netlist
master | number | share of area, %
and2_2 | 12 | 37
buf_6 | 1 | 4.6
buf_4 | 16 | 49
and2_1 | 4 | 10
## power groups by stage
stage	logic (mW)	clock network [mW]	registers [mW]
CTS	0.151	0	0
global route	0.169	0	0
finish	0.153	0	0
## kinds of logic after synthesis
family / synth area share [%]
buf+inv: 53.3
simple gates: 46.7
## worst max path at each step
stage | startpoint | end | cells past startpoint
finish | sel | out[5] | 5
global route | sel | out[5] | 5
CTS | sel | out[5] | 5
## final cells by class
class | instances | area (um2)
repair buffers | 37 | 304
multi-input cells | 16 | 138
fillers | 396 | 2920
well taps | 46 | 57.6
## through the flow
step,TNS [ns],cells
after floorplan,0,33
after global placement,-10.43,97
after detailed placement,-10.52,97
after CTS,0,99
after global routing,0,99
final,0,99
## routing by layer
layer,vias up,GRT usage [%]
li1,122,-
met1,100,3.76
met2,33,2.65
met3,0,1.70
met4,0,0
met5,-,0
## what timing repair did
item / CTS / global route
buffers inserted: 2 / 0
hold buffers: 0 / 0
resized: 86 / 3
pin swaps: 7 / 0
endpoints found under the setup margin: 16 / 2
No activity file was given, so power comes from the tool's default toggle rates.
