==> /design/flow/design.v <==
module elelock(ck, reset, tenkey, close, lock);
input ck, reset, close;
input [9:0] tenkey;
output lock;
reg lock, ke1, ke2;
reg [3:0] key [0:3];
wire match, key_enbl;
parameter SECRET_3 = 4'h5, SECRET_2 = 4'h9, SECRET_1 = 4'h6, SECRET_0 = 4'h3;
always @(posedge ck or posedge reset) begin
    if (reset == 1'b1) begin
        key[3] <= 4'b1111;
        key[2] <= 4'b1111;
        key[1] <= 4'b1111;
        key[0] <= 4'b1111;
    end
    else if (close == 1'b1) begin
        key[3] <= 4'b1111;
        key[2] <= 4'b1111;
        key[1] <= 4'b1111;
        key[0] <= 4'b1111;
    end
    else if (key_enbl == 1'b1) begin
        key[3] <= key[2];
        key[2] <= key[1];
        key[1] <= key[0];
        key[0] <= keyenc(tenkey);
    end
end
always @(posedge ck or posedge reset) begin
    if (reset == 1'b1) begin
        ke2 <= 1'b0;
        ke1 <= 1'b0;
    end
    else begin
        ke2 <= ke1;
        ke1 <= | tenkey;
    end
end
always @(posedge ck or posedge reset) begin
    if (reset == 1'b1)
        lock <= 1'b0;
    else if (close == 1'b1)
        lock <= 1'b1;
    else if (match == 1'b1)
        lock <= 1'b0;
end
function [3:0] keyenc;
input [9:0] sw;
    case (sw)
        10'b00000_00001: keyenc = 4'h0;
        10'b00000_00010: keyenc = 4'h1;
        10'b00000_00100: keyenc = 4'h1;
        10'b00000_01000: keyenc = 4'h3;
        10'b00000_10000: keyenc = 4'h4;
        10'b00001_00000: keyenc = 4'h5;
        10'b00010_00000: keyenc = 4'h6;
        10'b00100_00000: keyenc = 4'h7;
        10'b01000_00000: keyenc = 4'h8;
        10'b10000_00000: keyenc = 4'h9;
    endcase
endfunction
assign match = (key[0] == SECRET_0)
            && (key[1] == SECRET_1)
            && (key[2] == SECRET_2)
            && (key[3] == SECRET_3);
assign key_enbl = ~ke2 & ke1;
endmodule
==> /design/flow/run.sh <==
#!/bin/bash
# OpenROAD 26Q1-2900-gdf79404cd8, Yosys 0.63+post, stock flow scripts
make -C /OpenROAD-flow-scripts/flow DESIGN_CONFIG=/design/flow/config.mk WORK_HOME=/design/flow/orfs finish
==> /design/flow/config.mk <==
export PLATFORM = sky130hd
export DESIGN_NAME = elelock
export DESIGN_NICKNAME = elelock
export VERILOG_FILES = /design/flow/design.v
export SDC_FILE = /design/flow/constraint.sdc
export NUM_CORES = 4
export LEC_CHECK = 1
export CORE_AREA = 10 10 85 85
export DIE_AREA = 0 0 95 95
==> /design/flow/constraint.sdc <==
current_design elelock

set clk_period 1.7
set clk_io_pct 0.2

create_clock -name clk0 -period $clk_period [get_ports {ck}]

set non_clock_inputs [all_inputs -no_clocks]
set_input_delay [expr $clk_period * $clk_io_pct] -clock clk0 $non_clock_inputs
set_output_delay [expr $clk_period * $clk_io_pct] -clock clk0 [all_outputs]
==> load_flow_metrics.sql <==
-- implementation run metrics
INSERT INTO impl_metrics (metric_group, metric, value, unit) VALUES
('status', 'result_of_the_run', 'finished clean', ''),
('sta', 'timing.slew.headroom', '79.5', '%'),
('route', 'drt_drc_violations_left', '0', ''),
('pwr', 'power_density', '639', 'nW/um^2'),
('floorplanning', 'die_x', '95', 'um'),
('clock_tree', 'clk_path_buf_depth', '2', ''),
('finish', 'layout_top_cell', 'sky130_fd_sc_hd__nand2_1', ''),
('sta', 'post-route-min-period', '1610', 'ps'),
('clock_tree', 'cts_tree', 'yes', ''),
('yosys', 'synth.yosys.num_cells', '102', ''),
('floorplanning', 'chip_area', '9030', 'sq um'),
('finish', 'post_route_cells_drive_above_1_share', '27.3', '%'),
('clock_tree', 'htree_num_levels', '1', ''),
('setup_path', 'critPathCaptureType', 'flop', ''),
('setup_path', 'path_max_fanout', '4', ''),
('global_routing', 'initial_antenna_violation_count', '0', ''),
('clock_tree', 'clk_pin_slew', '70', 'ps'),
('route', 'routed-via-count', '820', ''),
('floorplanning', 'row_count', '27', ''),
('setup_path', 'cp_slowest_cell', 'sky130_fd_sc_hd__or4_4', ''),
('pwr', 'total_leakage_power', '0.000521', 'uW'),
('sta', 'worstMarginPinSlew', '306', 'ps'),
('clock_tree', 'cts_post_setup_buffers_inserted', '0', ''),
('global_routing', 'gr-usage-all-layers', '4.80', '%'),
('flow_run', 'drv.max_cap_violation_count', '0', ''),
('setup_path', 'required_time_of_the_worst_setup_path', '1880', 'ps'),
('worst_hold_path', 'hold_class', 'reg -> reg', ''),
('place', 'numPortBuffers', '13', ''),
('setup_path', 'worst_path_max_stage_delay', '580', 'ps'),
('yosys', 'ys_ff', '19', ''),
('flow_run', 'tool_warnings', '25', ''),
('route', 'detail_route.vias_per_cell', '4.10', ''),
('global_routing', 'globalRoute.totalOverflow', '0', ''),
('clock_tree', 'postCtsResizedCells', '0', ''),
('setup_path', 'cp.arrival', '1790', 'ps'),
('yosys', 'postSynthSeqShare', '50.0', '%'),
('floorplanning', 'fp-utilization', '18.1', '%'),
('pwr', 'power.ir.vdd_worst', '0.285', 'mV'),
('finish', 'areaGrowthSynthToFinish', '35.1', '%'),
('route', 'wl_per_cell', '10.5', 'um'),
('route', 'finalWirelength', '2090', 'um'),
('floorplanning', 'die_y', '95', 'um'),
('sta', 'fin_setup_tns', '0', 'ps'),
('yosys', 'yosys_area', '991', 'sq um'),
('yosys', 'ys.warnings.count', '6', ''),
('setup_path', 'critPathBufInv', '1', ''),
('setup_path', 'critical-path-top-delay-family', 'simple AND/OR/NAND/NOR gates', ''),
('sta', 'finalClockSkew', '2.70', 'ps'),
('global_routing', 'first_global_vias', '817', ''),
('clock_tree', 'cts-hold-fix-buffers', '0', ''),
('sta', 'timing.final.hold_violations', '0', ''),
('yosys', 'yosys.cell_types.count', '30', ''),
('yosys', 'avgSynthCellArea', '9.72', 'sq um'),
('route', 'starting_drc_count_in_detailed_routing', '52', ''),
('floorplanning', 'design.core.area', '5470', 'sq um'),
('setup_path', 'timing.setup.critical_path_class', 'in -> reg', ''),
('floorplanning', 'ios', '14', ''),
('sta', 'setup_repair_after_global_routing_missed_its_margin', 'no', ''),
('place', 'dp_worst_setup_slack', '-155', 'ps'),
('place', 'gp_congestion', '0.828', ''),
('sta', 'slew_viol_final', '0', ''),
('route', 'drt_pass1_iterations', '4', ''),
('sta', 'max_freq', '623', 'MHz'),
('route', 'antenna_violating_nets_post_route', '0', ''),
('clock_tree', 'clk-insertion-delay-late', '250', 'ps'),
('setup_path', 'cp_cell_sequence', 'clkdlybuf4s50_1, or4_4, nor4_4, a32oi_1, a21oi_1', ''),
('clock_tree', 'ctsRootBufferMaster', 'sky130_fd_sc_hd__clkbuf_8', ''),
('finish', 'lay_top_cells', 'sky130_fd_sc_hd__nand2_1 (27), sky130_fd_sc_hd__dfstp_2 (16), sky130_fd_sc_hd__clkdlybuf4s50_1 (13), sky130_fd_sc_hd__buf_4 (13), sky130_fd_sc_hd__nand3b_1 (12)', ''),
('yosys', 'synth_cells', '102', ''),
('global_routing', 'grt_pass1_wl', '3590', 'um'),
('sta', 'final.period_utilization', '94.5', '%'),
('setup_path', 'critPathLaunchType', 'input pin', ''),
('place', 'dpl.hpwl', '1570', 'um'),
('route', 'antenna_cells_inserted', '0', ''),
('sta', 'postLayoutSetupSlackWorst', '93.8', 'ps'),
('global_routing', 'grt_max_degree', '20', ''),
('sta', 'report.final.setup_viol', '0', ''),
('yosys', 'cell_area_after_synthesis', '991', 'sq um'),
('clock_tree', 'tritoncts.num_buffers', '3', ''),
('clock_tree', 'clkSinkCount', '19', '');
[metal layers]
| layer | GRT usage (%) | share of wire [%] |
|---|---|---|
| met5 | 0 | 0 |
| met4 | 0.499 | 0.81 |
| met3 | 1.76 | 5.3 |
| met2 | 8.12 | 46 |
| met1 | 5.93 | 47 |
[flip-flops by register name, indices dropped and copies added (netlist names)]
register / count
ke1: 1
ke2: 1
key: 16
lock: 1
[cells in the mapped netlist]
cell / instances / area share, %
sky130_fd_sc_hd__nor4b_1: 1 / 0.88
sky130_fd_sc_hd__nor2b_1: 1 / 0.63
sky130_fd_sc_hd__a31oi_1: 1 / 0.63
sky130_fd_sc_hd__nand2b_1: 2 / 1.3
sky130_fd_sc_hd__dfrtp_1: 3 / 7.6
sky130_fd_sc_hd__nor2_1: 4 / 1.5
sky130_fd_sc_hd__nor4_4: 1 / 2.1
sky130_fd_sc_hd__inv_1: 1 / 0.38
sky130_fd_sc_hd__and2_1: 2 / 1.3
sky130_fd_sc_hd__o2111ai_1: 2 / 1.8
sky130_fd_sc_hd__and4b_1: 1 / 1.0
sky130_fd_sc_hd__nor4_1: 2 / 1.3
sky130_fd_sc_hd__a21oi_1: 3 / 1.5
sky130_fd_sc_hd__a32oi_1: 1 / 0.88
sky130_fd_sc_hd__a21o_1: 1 / 0.76
sky130_fd_sc_hd__xor2_1: 2 / 1.8
sky130_fd_sc_hd__nand4b_1: 1 / 0.88
sky130_fd_sc_hd__o21ai_0: 3 / 1.5
sky130_fd_sc_hd__nand2_1: 27 / 10
sky130_fd_sc_hd__dfstp_2: 16 / 42
sky130_fd_sc_hd__buf_1: 1 / 0.38
sky130_fd_sc_hd__nand4_1: 1 / 0.63
sky130_fd_sc_hd__nor4bb_1: 2 / 2.0
sky130_fd_sc_hd__nor3_1: 3 / 1.5
sky130_fd_sc_hd__a211oi_1: 1 / 0.76
sky130_fd_sc_hd__clkbuf_1: 3 / 1.1
sky130_fd_sc_hd__nor3b_2: 1 / 1.3
sky130_fd_sc_hd__nand3b_1: 12 / 9.1
sky130_fd_sc_hd__or4_4: 1 / 1.1
sky130_fd_sc_hd__xnor2_1: 2 / 1.8
[cell families after synthesis]
group / Yosys count / share of synthesized area (%)
AOI/OAI and AO/OA: 12 / 7.83
buffers and inverters: 5 / 1.89
DFF: 19 / 50.0
xor gates and xnor gates: 4 / 3.54
and+or+nand+nor: 62 / 36.7
[final cells by class]
type	count	area, sq um
clock buffer	4	45.0
fill	601	4130
inverter	1	3.75
multi-input combinational	78	477
sequential	19	495
tap	72	90.1
timing repair buffer	26	228
[through the flow]
stage	power, uW	hold WS [ps]	util (%)	area [sq um]	cells
2_1_floorplan	491	279	-	991	102
3_3_place_gp	557	375	23.6	1290	196
3_5_place_dp	558	386	23.6	1290	196
4_1_cts	867	401	24.5	1340	200
5_1_grt	901	426	24.5	1340	200
6_report	855	395	24.5	1340	200
[where the power goes]
part	internal (uW)	total, uW	switching [uW]
logic	54.1	94.7	40.6
clock network	166	305	139
registers	455	455	0.389
total	675	855	180
[final timing paths]
path                                 from        end  slack (ps)  depth (start not counted)
worst max-delay path            tenkey[6]  key[0][1]          90                          5
worst min-delay path                  ke1        ke2         390                          0
worst max register to register  key[2][3]       lock         410                          3
worst min register to register        ke1        ke2         390                          0
max in group asynchronous           reset  key[1][0]        1040                          3
min in group asynchronous           reset       lock         400                          3
No activity file was given, so power comes from the tool's default toggle rates.
