**flow/design.v**
```verilog
module And16(in0, in1, out);
input [15:0] in0, in1;
output [15:0] out;
and a00(out[0], in0[0], in1[0]);
and a01(out[1], in0[1], in1[1]);
and a02(out[2], in0[2], in1[2]);
and a03(out[3], in0[3], in1[3]);
and a04(out[4], in0[4], in1[4]);
and a05(out[5], in0[5], in1[5]);
and a06(out[6], in0[6], in1[6]);
and a07(out[7], in0[7], in1[7]);
and a08(out[8], in0[8], in1[8]);
and a09(out[9], in0[9], in1[9]);
and a10(out[10], in0[10], in1[10]);
and a11(out[11], in0[11], in1[11]);
and a12(out[12], in0[12], in1[12]);
and a13(out[13], in0[13], in1[13]);
and a14(out[14], in0[14], in1[14]);
and a15(out[15], in0[15], in1[15]);
endmodule
```
**flow/run.sh**
```bash
#!/bin/bash
# OpenROAD 26Q1-2900-gdf79404cd8, Yosys 0.63+post, stock flow scripts
make -C /OpenROAD-flow-scripts/flow DESIGN_CONFIG=/design/flow/config.mk WORK_HOME=/design/flow/orfs finish
```
**flow/config.mk**
```make
export PLATFORM = sky130hd
export DESIGN_NAME = And16
export DESIGN_NICKNAME = And16
export VERILOG_FILES = /design/flow/design.v
export SDC_FILE = /design/flow/constraint.sdc
export NUM_CORES = 4
export LEC_CHECK = 1
export CORE_AREA = 10 10 70 70
export DIE_AREA = 0 0 80 80
```
**flow/constraint.sdc**
```tcl
current_design And16

set clk_period 1.0
set clk_io_pct 0.2

create_clock -name clk0 -period $clk_period

set non_clock_inputs [all_inputs -no_clocks]
set_input_delay [expr $clk_period * $clk_io_pct] -clock clk0 $non_clock_inputs
set_output_delay [expr $clk_period * $clk_io_pct] -clock clk0 [all_outputs]
```
==> impl_metrics.py <==
# Generated from Yosys and OpenROAD reports
metrics = {
    "placement": {
        "dp_cells": 110,
        "gp_congestion": 0.717,
        "io_buffers": 48,
        "hpwl_um": 1090,
        "place_ws_ns": -0.465,
    },
    "critical_path": {
        "crit_path_max_incr_delay_ns": 0.22,
        "startpoint_type": "input pin",
        "cp_top_family": "buffers and inverters",
        "slowest_stage": "dlygate4sd2_1",
        "path_class": "input pin to primary output",
        "worstPathRequired_ns": 0.80,
        "path_depth": 3,
        "cp_num_buf_inv": 2,
        "critPathArrivalTime_ns": 0.68,
        "end_kind": "primary output",
        "crit_path_end": "out[12]",
        "critPathMaxFanout": 1,
        "startpoint": "in1[12]",
        "crit_chain": "dlygate4sd2_1, and2_1, buf_2",
    },
    "power_and_ir_drop": {
        "swShare": 0.194,
        "power.total_w": 0.000123,
        "p_int_w": 0.0000989,
        "power_frac_seq": 0,
        "p_leak_nw": 0.287,
        "combinationalPowerShare": 1.000,
        "p_clk_frac": 0,
        "power.switching_w": 0.0000239,
        "p_per_area_mw_per_mm2": 237,
        "ir_drop_mv": 0.0395,
    },
    "finish": {
        "stdcell_count": 110,
        "fin_util": 0.152,
        "drive_gt1_frac": 0.250,
        "combGateArea_um2": 100,
        "nClkBuffers": 0,
        "numSequentialCells": 0,
        "num-fill-cells": 437,
        "regArea_um2": 0,
        "area_growth_pct": 418,
    },
    "floorplanning": {
        "die_w_um": 80,
        "rows": 21,
        "die_y_um": 80,
        "core_area_mm2": 0.00342,
        "io_pins": 48,
        "fp_util": 0.0293,
        "dieArea_mm2": 0.00640,
    },
    "yosys": {
        "syn_area_um2": 100,
        "most_common_cell": "and2_1",
        "yosys_area_um2": 100,
        "synth_top_cell_by_area": "and2_1",
        "ys_warn_count": 0,
        "yosys.area.top_type_share": 1.00,
        "yosys-top-cells-count": "16 x and2_1",
        "syn_inst": 16,
        "avgSynthCellArea_um2": 6.26,
        "synth_seq_share": 0,
        "yosys_cells": 16,
        "yosys.cell_types.count": 1,
        "topCellsByArea": "and2_1 100%",
    },
    "status": {
        "run_status": "finished clean",
    },
    "grt": {
        "antenna_found_initial": 0,
        "track_usage": 0.0312,
        "grt_max_degree": 2,
        "gr-total-overflow": 0,
        "grt_pass1_vias": 308,
        "grt_pass1_wl_um": 1600,
    },
    "min_path": {
        "hp-class": "input pin to primary output",
    },
    "detailed_routing": {
        "wl_met2_um": 496,
        "wl_um": 1120,
        "top_layer_used": "met3",
        "wl_met1_um": 427,
        "drt_pre_antenna_iters": 1,
        "n_antenna_cell": 0,
        "wl_met3_um": 195,
        "drc": 0,
        "via_per_inst": 2.52,
        "vias": 277,
        "drt_iter0_markers": 0,
        "wl_per_cell_um": 10.2,
        "ant_nets": 0,
    },
    "sta": {
        "slew_viol_final": 0,
        "setup_ws_ns": 0.117,
        "relSlewSlack": 0.964,
        "final_hold_viol_count": 0,
        "fin_crit_sh": 0.883,
        "fmax_ghz": 1.13,
        "rsz0062_at_grt": "no",
        "setup_violations": 0,
        "worstMarginPinSlew_ns": 0.0534,
        "period_minus_slack_ns": 0.883,
    },
    "flow_run": {
        "maxCapViolCount": 0,
        "tool_warnings": 32,
    },
    "clock_network": {
        "holdBufCountCts": 0,
        "cts_resized": 82,
        "post_cts_buffers": 0,
    },
}
-- power groups by stage --
stage | sequential, W | clock (W) | combinational (W)
after CTS | 0 | 0 | 0.000128
after global routing | 0 | 0 | 0.000139
final | 0 | 0 | 0.000123
-- worst min-delay path by stage --
stage,from,end,slack [ns],cells past startpoint
after global routing,in0[2],out[2],0.78,3
final,in0[3],out[3],0.76,3
after CTS,in0[3],out[3],0.77,3
-- layout by cell type (no fill, tap or decap), drive strengths merged --
cell	netlist	routed
and2	16	16
buf	0	16
dlygate4sd2	0	32
-- routing by layer --
metal	GRT usage	vias up
met5	0	-
met4	0	0
met3	0.0227	0
met2	0.0522	27
met1	0.0330	106
li1	-	144
-- final cells by class --
| cell class | count | area share |
|---|---|---|
| multi-input cells | 16 | 0.193 |
| well taps | 46 | 0.111 |
| repair buffers | 48 | 0.696 |
-- logic make-up (layout without fill, tap and decap cells) --
kind of cell | after synthesis | count (layout) | share of synthesized area
buf+inv | 0 | 48 | 0
simple gates | 16 | 16 | 1.00
-- through the flow --
stage | TNS, ns | instance area (µm²) | hold WS (ns)
after floorplan | 0 | 100 | 0.472
after global placement | -6.90 | 638 | 1.32
after detailed placement | -6.99 | 638 | 1.32
after CTS | 0 | 518 | 0.771
after global routing | 0 | 518 | 0.780
final | 0 | 518 | 0.763
Power is estimated from default activity; no workload was simulated.
